==> flow/design.v <==
`timescale 1ns / 1ps
module SpiCtrl (
    input        clk,
    input        send_start,
    input  [7:0] send_data,
    output       send_ready,
    output       CS,
    output       SDO,
    output       SCLK
);
    localparam  Idle   = 0,
                Send   = 1,
                HoldCS = 2,
                Hold   = 3;
    localparam  COUNTER_MID = 4,
                COUNTER_MAX = 9,
                SCLK_DUTY = 5;
    reg [2:0]   state = Idle;
    reg [7:0]   shift_register=0;
    reg [3:0]   shift_counter=0;
    wire        clk_divided;
    reg [4:0]   counter=0;
    reg         temp_sdo;
    assign SCLK = (counter < SCLK_DUTY) | CS;
    assign SDO = temp_sdo | CS | (state == HoldCS ? 1'b1 : 1'b0);
    assign CS = (state != Send && state != HoldCS) ? 1'b1 : 1'b0;
    assign send_ready = (state == Idle && send_start == 1'b0) ? 1'b1 : 1'b0;
    always@(posedge clk)
        case (state)
        Idle: begin
            if (send_start == 1'b1)
                state <= Send;
        end
        Send: begin
            if (shift_counter == 8 && counter == COUNTER_MID) begin
                state <= HoldCS;
            end
        end
        HoldCS: begin
            if (shift_counter == 4'd3)
                state <= Hold;
        end
        Hold: begin
            if (send_start == 1'b0)
                state <= Idle;
        end
        endcase
    always@(posedge clk)
        if (state == Send && ~(counter == COUNTER_MID && shift_counter == 8)) begin
            if (counter == COUNTER_MAX)
                counter <= 0;
            else
                counter <= counter + 1'b1;
        end else
            counter <= 'b0;
    always@(posedge clk)
        if (state == Idle) begin
            shift_counter <= 'b0;
            shift_register <= send_data;
            temp_sdo <= 1'b1;
        end
        else if (state == Send) begin
            if (counter == COUNTER_MID) begin
                temp_sdo <= shift_register[7];
                shift_register <= {shift_register[6:0], 1'b0};
                if (shift_counter == 4'b1000)
                    shift_counter <= 'b0;
                else
                    shift_counter <= shift_counter + 1'b1;
            end
        end
        else if (state == HoldCS) begin
            shift_counter <= shift_counter + 1'b1;
        end
endmodule
==> flow/run.sh <==
#!/bin/bash
# OpenROAD 26Q1-2900-gdf79404cd8, Yosys 0.63+post, stock flow scripts
make -C /OpenROAD-flow-scripts/flow DESIGN_CONFIG=/design/flow/config.mk WORK_HOME=/design/flow/orfs finish
==> flow/config.mk <==
export PLATFORM = sky130hd
export DESIGN_NAME = SpiCtrl
export DESIGN_NICKNAME = SpiCtrl
export VERILOG_FILES = /design/flow/design.v
export SDC_FILE = /design/flow/constraint.sdc
export NUM_CORES = 4
export LEC_CHECK = 1
export CORE_AREA = 10 10 92 92
export DIE_AREA = 0 0 102 102
==> flow/constraint.sdc <==
current_design SpiCtrl

set clk_period 2.6
set clk_io_pct 0.2

create_clock -name clk0 -period $clk_period [get_ports {clk}]

set non_clock_inputs [all_inputs -no_clocks]
set_input_delay [expr $clk_period * $clk_io_pct] -clock clk0 $non_clock_inputs
set_output_delay [expr $clk_period * $clk_io_pct] -clock clk0 [all_outputs]
==> results.yml <==
# physical design summary
outcome:
  outcome: "finished clean"
drt:
  ant_nets: 0
  antennaDiodeCount: 0
  first_iter_violations: 15
  wl_um: 1950
  wl_per_cell_um: 10.2
  vias: 756
  drtPass1Iterations: 4
  avgViaCountPerCell: 3.96
  post-route-drc-count: 0
synthesis:
  ys_seq_frac: 0.462
  yosys.area.top_type_share: 0.277
  topCellsByArea: "edfxtp_1 (28%), dfxtp_1 (18%), ha_1 (12%), mux2_2 (8.3%), inv_1 (3.8%)"
  xor_share: 0.0242
  netlist_instances: 98
  ys_sh_mux: 0.0924
  ys_area_um2: 1080
  ys.flops: 20
  synthTopLogicFamily: "simple AND/OR/NAND/NOR gates"
  yosys_warnings: 1
  simple_gate_share: 0.159
  syn-cell-area_um2: 1080
  yosysCellCount: 98
  ys_sh_aoi: 0.102
  synthDistinctLibCells: 33
  synth_area_leader_cell: "edfxtp_1"
  avgSynthCellArea_um2: 11.1
  adder_share: 0.115
worst_hold_path:
  worstHoldStart: "temp_sdo"
  hp-class: "reg2reg"
finish:
  logic_area_um2: 534
  regArea_um2: 500
  area_growth_pct: 25.1
  fillers: 702
  drive_above_1_share: 0.132
  fin_util: 0.210
  final_common_cell: "clkdlybuf4s50_1"
  final_cell_mix: "clkdlybuf4s50_1 (13), inv_1 (11), ha_1 (10), dfxtp_1 (10), edfxtp_1 (10)"
floorplanning:
  ios: 14
  chipArea_um2: 10400
  die_h_um: 102
  rows: 29
  fp_util: 0.168
  core_um2: 6460
  dieWidth_um: 102
global_routing:
  use_met1: 0.0523
  met2_usage: 0.0563
  grt_overflow: 0
  grt_use_total: 0.0378
  grt_max_degree: 15
  antenna_found_initial: 0
  grt_pass1_vias: 720
  top_usage_layer: "met2"
  grt_pass1_wl_um: 3280
  grtUsageMet3: 0.0157
setup_path:
  worstSetupStartpointType: "register"
  path_cells: "inv_1 > ha_1 > inv_1 > or3_1 > clkdlybuf4s50_1"
  worstSetupEndpointType: "primary output"
  path_buffers: 3
  max_stage_delay_ns: 0.42
  r2r_slack_ns: 0.67
  path_max_fanout: 3
  critPathKind: "reg2out"
  cp.arrival_ns: 1.85
  cp_common_cell: "inv_1"
  cp.required_ns: 2.08
  cp.depth: 5
  r2r-end: "state[1]"
  startpoint: "state[0]"
  critPathSlowestCell: "clkdlybuf4s50_1"
  crit_end: "SDO"
  rr_worst_depth: 5
  r2r_start: "state[1]"
  cp_top_family: "buffers and inverters"
sta:
  hold_viol: 0
  timing.final.max_slew_violations: 0
  max_slew.worst_pin.slew_ns: 0.391
  slew_headroom: 0.739
  period_needed_ns: 2.37
  finClkSkew_ns: 0.00152
  setup_viol: 0
  final.setup.worst_slack_ns: 0.228
  fmax_ghz: 0.422
  setup_tns_ns: 0
  rsz0062_at_grt: "no"
  finalClockPeriodUsage: 0.912
run:
  maxCapViolations: 0
  tool_warnings: 32
clocking:
  post-cts-setup-buffers: 0
  ctsRootBufferMaster: "clkbuf_8"
  htreeDepth: 1
  clk_latency_ns: 0.25
  cts_hold_buf: 0
  path_clk_slew_ns: 0.07
  cts_buffers: 3
  cts_resized: 0
  clock_tree.buffer_depth: 2
  cts.sinks: 20
  cts_tree: "done"
pwr:
  internal_power_mw: 0.839
  ir_drop_uv: 179
  switching_share: 0.345
  combPwrFrac: 0.424
  clockPowerShare: 0.161
  p_seq_frac: 0.415
  p_sw_mw: 0.443
  power_density_nw_per_um2: 946
  power.leakage_nw: 0.488
placement:
  place.gp.congestion: 0.809
  dpl_worst_slack_ns: 0.490
  dp_hpwl_um: 1520
  port_buffers: 13
## per-layer routing
metal  wire length (µm)  share of wire
met5                  0              0
met4                  0              0
met3                160          0.082
met2                845           0.43
met1                940           0.48
## metrics by stage
step / cell area (µm²) / hold WS [ns] / std cells / power, mW
5_1_grt: 1360 / 0.488 / 191 / 1.39
4_1_cts: 1360 / 0.465 / 191 / 1.30
6_report: 1360 / 0.461 / 191 / 1.28
3_5_place_dp: 1310 / 0.447 / 187 / 1.10
3_3_place_gp: 1310 / 0.447 / 187 / 1.09
2_1_floorplan: 1080 / 0.428 / 98 / 0.921
## cell usage after synthesis (all sizes together)
cell type	count
nor2b	2
a221oi	1
o32ai	1
ha	10
nand4bb	2
nor2	8
xor2	2
and3	2
edfxtp	10
and4bb	1
a31oi	1
nand3	3
o211ai	1
nand2b	1
and2	1
mux2i	1
xnor2	1
o21ai	2
nand3b	1
dfxtp	10
o31ai	1
a21oi	1
nand2	5
inv	11
or3	1
a211o	1
a211oi	4
or2	1
clkbuf	2
o311a	1
o21a	1
mux2	8
## final cells by class
type / count / area share
Multi-Input combinational cell: 65 / 0.394
Sequential cell: 20 / 0.369
Timing Repair Buffer: 14 / 0.102
Tap cell: 77 / 0.0711
Clock buffer: 3 / 0.0305
Inverter: 11 / 0.0305
Clock inverter: 1 / 0.00277
## flip-flops by register name, indices dropped and copies added (netlist names)
name	count
counter	5
shift_counter	4
shift_register	8
state	2
temp_sdo	1
## worst min-delay path by stage
stage / end / slack (ns) / cells past startpoint
final: temp_sdo / 0.46 / 1
after global routing: temp_sdo / 0.49 / 1
after CTS: temp_sdo / 0.46 / 1
## cell families (layout without fill, tap and decap cells)
group / after synthesis / count (layout)
AOI/OAI and AO/OA: 15 / 15
xor gates and xnor gates: 3 / 3
adders and majority gates: 10 / 10
buffers and inverters: 13 / 29
DFF: 20 / 20
muxes: 9 / 9
and+or+nand+nor: 28 / 28
## power by group through the flow
| stage | registers [mW] | logic (mW) | clock network (mW) |
|---|---|---|---|
| after CTS | 0.533 | 0.558 | 0.213 |
| after global routing | 0.547 | 0.620 | 0.223 |
| final | 0.532 | 0.544 | 0.206 |
Power is estimated from default activity; no workload was simulated.
