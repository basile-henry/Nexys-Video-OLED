## /design/flow/design.v

```verilog
`timescale 1ns / 1ps
module delay_ms (
    input        clk,
    input [11:0] delay_time_ms,
    input        delay_start,
    output       delay_done
);
    localparam  Idle = 0,  
                Hold = 1,
                Done = 2;
    localparam  MAX = 17'd99999;  
    reg  [1:0] state = Idle;
    reg [11:0] stop_time   = 0,
			   ms_counter  = 0;
    reg [16:0] clk_counter = 0;
    assign delay_done = (state == Idle && delay_start == 1'b0) ? 1'b1 : 1'b0;  
    always@(posedge clk)
        case (state)
        Idle: begin
            stop_time <= delay_time_ms;  
            if (delay_start == 1'b1)
                state <= Hold;
        end
        Hold: begin
            if (ms_counter == stop_time && clk_counter == MAX)  
                if (delay_start == 1'b1)
                    state <= Done;
                else
                    state <= Idle;
		end
        Done: begin
            if (delay_start == 1'b0)  
                state <= Idle;
		end
		default: state <= Idle;
        endcase
    always@(posedge clk)
        if (state == Hold)
            if (clk_counter == MAX) begin  
                clk_counter <= 'b0;
                if (ms_counter == stop_time)
                    ms_counter <= 'b0;
                else
                    ms_counter <= ms_counter + 1'b1;
            end
            else
                clk_counter <= clk_counter + 1'b1;
        else begin
            clk_counter <= 'b0;  
            ms_counter <= 'b0;
        end
endmodule
```

## /design/flow/run.sh

```bash
#!/bin/bash
# OpenROAD 26Q1-2900-gdf79404cd8, Yosys 0.63+post, stock flow scripts
make -C /OpenROAD-flow-scripts/flow DESIGN_CONFIG=/design/flow/config.mk WORK_HOME=/design/flow/orfs finish
```

## /design/flow/config.mk

```make
export PLATFORM = sky130hd
export DESIGN_NAME = delay_ms
export DESIGN_NICKNAME = delay_ms
export VERILOG_FILES = /design/flow/design.v
export SDC_FILE = /design/flow/constraint.sdc
export NUM_CORES = 4
export LEC_CHECK = 1
export CORE_UTILIZATION = 30
```

## /design/flow/constraint.sdc

```tcl
current_design delay_ms

set clk_period 3.1
set clk_io_pct 0.2

create_clock -name clk0 -period $clk_period [get_ports {clk}]

set non_clock_inputs [all_inputs -no_clocks]
set_input_delay [expr $clk_period * $clk_io_pct] -clock clk0 $non_clock_inputs
set_output_delay [expr $clk_period * $clk_io_pct] -clock clk0 [all_outputs]
```

==> flow_summary.yaml <==
# flow metrics
placed_design:
  port_buffers: 14
  hpwl_um: 2340
  place.gp.congestion: 0.778
  place_inst: 298
setup_path:
  r2r_setup_slack_ns: 0.98
  critPathKind: "in2out"
  worstPathRequired_ns: 2.48
  rr_worst_depth: 6
  r2r_end: "state[1]"
  cp.arrival_ns: 1.65
  rr_startpoint: "clk_counter[0]"
  endpoint_kind: "output pin"
  path_max_fanout: 2
  startpoint_type: "input port"
clock_tree:
  hold_buffers: 0
  cts_resized: 0
  cts.sinks: 43
  root_buffer: "clkbuf_8"
  post-cts-setup-buffers: 0
  cts_tree: "done"
  clock_latency_ns: 0.29
  cts.path.max_buffers: 2
  cts_made_buffers: 5
  clkTransAtPathRegs_ns: 0.07
  htree_levels: 2
global_routing:
  grt_pass1_vias: 1323
  grt_overflow: 0
  grt_pass1_wl_um: 6210
  grt_usage_pct: 10.9
  grt_max_degree: 24
  antenna_found_initial: 0
synth:
  synthTopCellsByCount: "29 x dfxtp_1, 29 x nor2_1, 26 x nand3_1, 21 x xor2_1, 14 x edfxtp_1"
  yosys_warnings: 1
  ys_sh_mux_pct: 0
  compound_area_share_pct: 7.57
  synthArstFlopShare_pct: 0
  synth_adder_area_share_pct: 1.24
  topCellsByArea: "dfxtp_1 29%, edfxtp_1 21%, xor2_1 9.1%"
  logic_family: "simple AND/OR/NAND/NOR gates"
  synthDistinctLibCells: 35
  synthXorXnorAreaFrac_pct: 11.7
  ys_cells: 212
  top_area_cell: "dfxtp_1"
  synth.top_cell.area_share_pct: 28.8
  ys.flop_type: "dfxtp_1"
  syn_inst: 212
  ys_seq_share_pct: 49.6
  synth_chip_area_um2: 2020
  syn_area_um2: 2020
  ys_sh_simple_pct: 27.5
  ys.flops: 43
  edf_count: 14
  syn_area_per_cell_um2: 9.51
route:
  vias: 1468
  vias_per_cell: 4.80
  drt-pass1-iter-count: 4
  wl_um: 3420
  drc: 0
  wl_per_cell_um: 11.2
  n_antenna_cell: 0
  antenna_left: 0
  drt_iter0_drc: 97
job:
  tool_warnings: 25
  max_cap_violations: 0
hold_path:
  hp-class: "reg2reg"
  worstHoldPathCells: 1
  holdPathEnd: "clk_counter[0]"
  min-delay-start: "clk_counter[0]"
final_layout:
  drive_gt1_share_pct: 7.86
  fin_cells: 306
  syn2layout_area_growth_pct: 17.1
floorplanning:
  die_area_um2: 7060
  io_pins: 15
  core_um2: 6420
  row_count: 29
  fp.dieH_um: 84.0
  fp-utilization_pct: 31.4
  die_x_um: 84.0
power_and_ir_drop:
  power.share.clock_pct: 34.5
  p_per_area_nw_per_um2: 620
  power.internal_mw: 1.09
  p_sw_mw: 0.373
  power_leakage_nw: 0.812
  ir_drop_v: 0.000424
  seqPwrFrac_pct: 50.2
  swShare_pct: 25.5
  pwr-share-comb_pct: 15.2
timing:
  worstMarginPinSlew_ns: 0.637
  slew_viol_final: 0
  fin_skew_ns: 0.00766
  max_freq_ghz: 0.440
  finalHoldViolations: 0
  finalCriticalPeriod_ns: 2.27
  setup_viol: 0
  slew_headroom_pct: 57.2
  fin_crit_sh_pct: 73.3
  finalSetupTns_ns: 0
  grt_setup_unrepaired: "no"
status:
  status: "finished clean"
==> through the flow <==
stage | power [mW] | util [%] | hold WS (ns) | setup slack (ns) | instance area [µm²]
global route | 1.55 | 36.8 | 0.499 | 0.716 | 2360
detailed placement | 0.977 | 34.7 | 0.449 | 0.834 | 2230
finish | 1.46 | 36.8 | 0.466 | 0.829 | 2360
CTS | 1.48 | 36.8 | 0.467 | 0.814 | 2360
floorplan | 0.895 | - | 0.430 | 1.28 | 2020
global placement | 0.972 | 34.7 | 0.448 | 0.821 | 2230
==> cells by family (layout without fill, tap and decap cells) <==
logic type               count (synthesis)  count (layout)
AND/OR/NAND/NOR                        107             107
flip-flops                              43              43
XOR/XNOR                                27              27
AND-OR/OR-AND                           24              24
buffers and inverters                    9              26
adder cells (fa/ha/maj)                  2               2
==> flip-flops by register name (all words and copies together), names as in the netlist <==
signal	cells
stop_time	12
clk_counter	17
ms_counter	12
state	2
==> metal layers <==
layer	global-route usage [%]	part of all wire [%]	vias to the layer above	routed length, µm
met5	0	0	-	0
met4	1.41	0.91	0	31
met3	1.81	2.8	2	95
met2	15.4	42	25	1450
met1	18.3	54	662	1850
li1	-	-	779	-
==> critical path, cell delays in order <==
cell and delay [ns]:
clkdlybuf4s50_1 0.42, nor3_1 0.13, clkdlybuf4s50_1 0.48
==> power groups by stage <==
stage	Sequential [mW]	Clock, mW	Combinational, mW
after CTS	0.736	0.520	0.227
after global routing	0.746	0.543	0.258
final	0.735	0.505	0.223
==> area by class of cell <==
type	instances	area, µm²
clock buffer	6	72.6
inverter	2	7.51
fill	624	4060
clock inverter	2	60.1
multi-input combinational	160	968
timing repair buffer	16	155
tap	77	96.3
sequential	43	1000
==> worst max path at each step <==
stage / startpoint / end / slack [ns] / cells past startpoint
after CTS: delay_start / delay_done / 0.81 / 3
final: delay_start / delay_done / 0.83 / 3
after global routing: delay_start / delay_done / 0.72 / 3
==> cell usage in the layout, fill, tap and decap left out, drive strengths merged, types with 7 or more instances in the layout <==
cell type and instances:
dfxtp 29, nand3 26, a21oi 11, nand2 15, edfxtp 14, xor2 21
and2 7, a22oi 8, clkdlybuf4s50 14, nor2 33
Power and IR drop assume default switching activity.
