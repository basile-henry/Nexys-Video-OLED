### flow/run.sh
#!/bin/bash
# OpenROAD 26Q1-2900-gdf79404cd8, Yosys 0.63+post, stock flow scripts
make -C /OpenROAD-flow-scripts/flow DESIGN_CONFIG=/design/flow/config.mk WORK_HOME=/design/flow/orfs finish
### flow/config.mk
export PLATFORM = sky130hd
export DESIGN_NAME = debouncer
export DESIGN_NICKNAME = debouncer
export VERILOG_FILES = /design/flow/design.v
export SDC_FILE = /design/flow/constraint.sdc
export NUM_CORES = 4
export LEC_CHECK = 1
export CORE_AREA = 10 10 70 70
export DIE_AREA = 0 0 80 80
### flow/constraint.sdc
current_design debouncer

set clk_period 2.5
set clk_io_pct 0.2

create_clock -name clk0 -period $clk_period [get_ports {clk}]

set non_clock_inputs [all_inputs -no_clocks]
set_input_delay [expr $clk_period * $clk_io_pct] -clock clk0 $non_clock_inputs
set_output_delay [expr $clk_period * $clk_io_pct] -clock clk0 [all_outputs]
### flow/design.v
`timescale 1ns / 1ps
module debouncer(
    input clk,
    input A,
    output B
);
    parameter COUNT_MAX   = 15,  
			  COUNT_WIDTH = 4;   
    localparam Idle = 2'b00,  
               Tran = 2'b01,
               Off  = 2'b00,
               On   = 2'b10;
    reg [1:0] state = Off|Idle;  
	reg [COUNT_WIDTH-1:0] count;
    assign B = state[1];
    always@(posedge clk)
        if (state[0] == 1'b0)
            count <= 'b0;  
        else
            count <= count + 1'b1;
    always@(posedge clk)
        case (state)
        Off|Idle:
            if (A == 1'b1)
                state <= Off|Tran;  
        Off|Tran:
            if (A == 0)
                state <= Off|Idle;  
            else if (count == COUNT_MAX)
                state <= On|Idle;  
        On|Tran:
            if (A == 1)
                state <= On|Idle;  
            else if (count == COUNT_MAX)
                state <= Off|Idle;  
        On|Idle:
            if (A == 0)
                state <= On|Tran;  
        endcase
endmodule
==> impl_metrics.sql <==
-- metrics for the results database
INSERT INTO impl_metrics (metric_group, metric, value, unit) VALUES
('outcome', 'outcome', 'completed', ''),
('logic_synthesis', 'main_area_contributors', 'sky130_fd_sc_hd__dfxtp_1, sky130_fd_sc_hd__edfxtp_1, sky130_fd_sc_hd__xor2_1', ''),
('grt', 'grt.overflow.total', '0', ''),
('finish', 'syn2layout_area_growth', '43.96', '%'),
('floorplanning', 'floorplan.initialDensity', '0.06667', ''),
('timing', 'finalHoldViolCount', '0', ''),
('grt', 'grt_first_pass_wirelength', '524', 'um'),
('detailed_routing', 'route.detailed.wl_per_inst', '4.746', 'um'),
('timing', 'rsz0062_at_grt', 'no', ''),
('detailed_routing', 'via_count', '160', ''),
('clock_tree', 'tritoncts', 'built', ''),
('worst_setup_path', 'r2r-start', 'count[0]$_SDFF_PN0_', ''),
('power', 'fin_total_pwr', '319.0', 'uW'),
('run', 'stage_log_warnings', '25', ''),
('worst_setup_path', 'cp_num_cells', '1', ''),
('timing', 'slew_violations', '0', ''),
('hold_path', 'hold_path.startpoint', 'count[0]$_SDFF_PN0_', ''),
('timing', 'fmax', '641.4', 'MHz'),
('worst_setup_path', 'cp.buffers_inverters', '1', ''),
('grt', 'grt_use_met3', '0.009091', ''),
('worst_setup_path', 'cp.arrival', '1.06', 'ns'),
('detailed_routing', 'final_antenna_net_count', '0', ''),
('power', 'irDropWorstVdd', '0.1381', 'mV'),
('logic_synthesis', 'post-synth-top-area-fraction', '0.3516', ''),
('clock_tree', 'cts_buffers', '3', ''),
('power', 'power_density', '973.1', 'nW/um^2'),
('logic_synthesis', 'synth_chip_area', '227.7', 'um^2'),
('clock_tree', 'clk_root_buffer_cell', 'sky130_fd_sc_hd__clkbuf_4', ''),
('clock_tree', 'cts_max_path_buffers', '2', ''),
('timing', 'timing.slew.headroom', '0.8377', ''),
('floorplanning', 'io-pin-count', '3', ''),
('floorplanning', 'fp-row-count', '21', ''),
('timing', 'skew', '0.002832', 'ns'),
('clock_tree', 'cts.htree.levels', '1', ''),
('logic_synthesis', 'synth.largest_area_cell', 'sky130_fd_sc_hd__dfxtp_1', ''),
('detailed_routing', 'detail_route.iter0.violations', '6', ''),
('worst_setup_path', 'max_stage_delay', '0.47', 'ns'),
('clock_tree', 'cts_resized', '0', ''),
('power', 'power.static_leakage', '0.0001118', 'uW'),
('logic_synthesis', 'ys_top_cells_by_count', 'sky130_fd_sc_hd__dfxtp_1, sky130_fd_sc_hd__nand3_1, sky130_fd_sc_hd__nor2_1', ''),
('logic_synthesis', 'enable_flop_cells', '2', ''),
('worst_setup_path', 'worst-r2r-cell-count', '4', ''),
('placement', 'gp_routability_congestion', '0.6409', ''),
('detailed_routing', 'post_detailed_route_drc_marker_count', '0', ''),
('logic_synthesis', 'synth-seq-cells', '6', ''),
('grt', 'globalRouteMet1Util', '0.01208', ''),
('logic_synthesis', 'synth.most_common_cell', 'sky130_fd_sc_hd__dfxtp_1', ''),
('worst_setup_path', 'critical_path.startpoint_type', 'flop', ''),
('detailed_routing', 'drt_pre_antenna_iters', '2', ''),
('worst_setup_path', 'endpoint_kind', 'output port', ''),
('logic_synthesis', 'synthesis.yosys.warnings', '1', ''),
('logic_synthesis', 'avgSynthCellArea', '11.39', 'um^2'),
('timing', 'setup_viol_count_final', '0', ''),
('placement', 'io_buffer_count', '2', ''),
('floorplanning', 'core_area', '3416', 'um^2'),
('clock_tree', 'clock_input_transition_at_the_sequential_cells_of_the_worst_setup_and_hold_paths', '0.04', 'ns'),
('run', 'max_cap_viol_count', '0', ''),
('logic_synthesis', 'asyncSetResetFlopFracSynth', '0', ''),
('worst_setup_path', 'rr_endpoint', 'state[0]$_DFFE_PP_', ''),
('grt', 'first_global_vias', '128', ''),
('worst_setup_path', 'crit_family', 'buffers and inverters', ''),
('worst_setup_path', 'ff2ff_setup_slack', '1.35', 'ns'),
('detailed_routing', 'avgViaCountPerCell', '2.254', ''),
('grt', 'global_route.usage.met2', '0.01284', ''),
('clock_tree', 'cts_sinks', '6', ''),
('detailed_routing', 'antenna_diode_count', '0', ''),
('floorplanning', 'die_w', '80', 'um'),
('finish', 'sequential_cell_area', '140.1', 'um^2'),
('clock_tree', 'worst_skew_pair.late_latency', '0.24', 'ns'),
('worst_setup_path', 'cp.required', '2.00', 'ns'),
('logic_synthesis', 'post_synth_num_cell_types', '11', '');
==> cell families after synthesis <==
| group | share of synthesized area |
|---|---|
| fa+ha+maj | 0.05494 |
| xor+xnor | 0.1154 |
| buf+inv | 0.01647 |
| simple gates | 0.1429 |
| compound gates | 0.05494 |
| flops | 0.6154 |
==> power breakdown <==
group / switching, uW / internal (uW) / leakage [uW]
logic: 33.2 / 35.8 / 0.0000459
registers: 23.9 / 141 / 0.0000521
clock network: 31.5 / 54.1 / 0.0000138
total: 88.5 / 230 / 0.000112
==> per-layer routing <==
metal	part of all wire	routed length [um]
met5	0	0
met3	0.13	43
met1	0.46	156
met4	0	0
met2	0.40	136
==> cells in the final DEF (no fill, tap or decap) <==
| cell type | synthesis | layout |
|---|---|---|
| sky130_fd_sc_hd__o21a_1 | 1 | 1 |
| sky130_fd_sc_hd__xnor2_1 | 1 | 1 |
| sky130_fd_sc_hd__dfxtp_1 | 4 | 4 |
| sky130_fd_sc_hd__and2_1 | 1 | 1 |
| sky130_fd_sc_hd__nand3_1 | 3 | 3 |
| sky130_fd_sc_hd__ha_1 | 1 | 1 |
| sky130_fd_sc_hd__nor2_1 | 3 | 3 |
| sky130_fd_sc_hd__a21oi_1 | 1 | 1 |
| sky130_fd_sc_hd__clkdlybuf4s50_1 | 0 | 2 |
| sky130_fd_sc_hd__clkbuf_4 | 0 | 3 |
| sky130_fd_sc_hd__edfxtp_1 | 2 | 2 |
| sky130_fd_sc_hd__inv_1 | 1 | 1 |
| sky130_fd_sc_hd__xor2_1 | 2 | 2 |
==> metrics by stage <==
stage          area, um^2  std cells  hold WS [ns]  utilization
2_1_floorplan       227.7         20        0.4179            -
3_3_place_gp        305.3         68        0.4294      0.08938
3_5_place_dp        305.3         68        0.4418      0.08938
4_1_cts             327.8         71        0.4618      0.09597
5_1_grt             327.8         71        0.4717      0.09597
6_report            327.8         71        0.4563      0.09597
==> area by class of cell <==
cell class,instances,area share
Tap cell,46,0.1756
Inverter,1,0.01145
Clock buffer,3,0.06870
Multi-Input combinational cell,13,0.2557
Sequential cell,6,0.4275
Timing Repair Buffer,2,0.06107
==> how the worst min path moves through the flow <==
| stage | slack, ns | cells after the start | end |
|---|---|---|---|
| 4_1_cts | 0.46 | 1 | count[0]$_SDFF_PN0_ |
| 5_1_grt | 0.47 | 1 | count[0]$_SDFF_PN0_ |
| 6_report | 0.46 | 1 | count[0]$_SDFF_PN0_ |
Power is estimated from default activity; no workload was simulated.
